==> design/flow/design.v <==
module UM6845R
(
	input            CLOCK,
	input            CLKEN,
	input            nCLKEN,
	input            nRESET,
	input            CRTC_TYPE,
	input            ENABLE,
	input            nCS,
	input            R_nW,
	input            RS,
	input      [7:0] DI,
	output reg [7:0] DO,
	output reg       VSYNC,
	output reg       HSYNC,
	output           DE,
	output           DE_V,
	output           FIELD,
	output           CURSOR,
	output    [13:0] MA,
	output     [4:0] RA
);
assign FIELD = ~field & interlace[0];
assign MA = row_addr_r;
assign RA = line | (field & interlace[0]);
assign DE = de[R8_skew & ~{2{CRTC_TYPE}}];
reg [7:0] R0_h_total;
reg [7:0] R1_h_displayed;
reg [7:0] R2_h_sync_pos;
reg [3:0] R3_v_sync_width;
reg [3:0] R3_h_sync_width;
reg [6:0] R4_v_total;
reg [4:0] R5_v_total_adj;
reg [6:0] R6_v_displayed;
reg [6:0] R7_v_sync_pos;
reg [1:0] R8_skew;
reg [1:0] R8_interlace;
reg [4:0] R9_v_max_line;
reg [1:0] R10_cursor_mode;
reg [4:0] R10_cursor_start;
reg [4:0] R11_cursor_end;
reg [5:0] R12_start_addr_h;
reg [7:0] R13_start_addr_l;
reg [5:0] R14_cursor_h;
reg [7:0] R15_cursor_l;
reg [4:0] addr;
always @(*) begin
	DO = 8'hFF;
	if (ENABLE & ~nCS) begin
		if (RS) begin
			case (addr)
				10: DO = {R10_cursor_mode, R10_cursor_start};
				11: DO = R11_cursor_end;
				12: DO = CRTC_TYPE ? 8'h00 : R12_start_addr_h;
				13: DO = CRTC_TYPE ? 8'h00 : R13_start_addr_l;
				14: DO = R14_cursor_h;
				15: DO = R15_cursor_l;
				31: DO = CRTC_TYPE ? 8'hFF : 8'h00;
			 default: DO = 0;
			endcase
		end
		else if(CRTC_TYPE) begin
			DO = vde ? 8'h00 : 8'h20;  
		end
	end
end
always @(posedge CLOCK) begin
	if (ENABLE & ~nCS & ~R_nW) begin
		if (~RS) addr <= DI[4:0];
		else begin
			case (addr)
				00: R0_h_total <= DI;
				01: R1_h_displayed <= DI;
				02: R2_h_sync_pos <= DI;
				03: {R3_v_sync_width,R3_h_sync_width} <= DI;
				04: R4_v_total <= DI[6:0];
				05: R5_v_total_adj <= DI[4:0];
				06: R6_v_displayed <= DI[6:0];
				07: R7_v_sync_pos <= DI[6:0];
				08: {R8_skew, R8_interlace} <= {DI[5:4],DI[1:0]};
				09: R9_v_max_line <= DI[4:0];
				10: {R10_cursor_mode,R10_cursor_start} <= DI[6:0];
				11: R11_cursor_end <= DI[4:0];
				12: R12_start_addr_h <= DI[5:0];
				13: R13_start_addr_l <= DI[7:0];
				14: R14_cursor_h <= DI[5:0];
				15: R15_cursor_l <= DI[7:0];
			endcase
		end
	end
end
wire [4:0] interlace = &R8_interlace[1:0];
reg        in_adj;
reg  [7:0] hcc;
wire       hcc_last  = (hcc == R0_h_total) && (CRTC_TYPE || R0_h_total);  
wire [7:0] hcc_next  = hcc_last ? 8'h00 : hcc + 1'd1;
reg  [4:0] line;
wire [4:0] line_max  = (in_adj ? (|R5_v_total_adj ? R5_v_total_adj-1'd1 : 5'd0) : R9_v_max_line) & ~interlace;
reg        line_last_r;
wire       line_last = (line == line_max) || !line_max;
wire [4:0] line_next = ((CRTC_TYPE ? line_last : line_last_r) ? 5'd0 : line + 1'd1 + interlace) & ~interlace;
wire       line_new  = hcc_last;
reg  [6:0] row;
reg        row_last_r;
wire       row_last  = (row == R4_v_total) || (!CRTC_TYPE && !R4_v_total);
wire       row_frame_last = ((CRTC_TYPE ? row_last : row_last_r) | in_adj) & ~frame_adj;
wire [6:0] row_next  = row_frame_last ? 7'd0 : row + 1'd1;
wire       row_new   = line_new & (CRTC_TYPE ? line_last : line_last_r);
reg        frame_adj_r;
wire       frame_adj_CRTC0 = (hcc == 2) ? frame_adj_r & |R5_v_total_adj : frame_adj_r;
wire       frame_adj_CRTC1 = row_last && ~in_adj && R5_v_total_adj;
wire       frame_adj = CRTC_TYPE ? frame_adj_CRTC1 : frame_adj_CRTC0;
wire       frame_new = row_new & row_frame_last;
reg  [4:0] field_counter;
reg  field;
always @(posedge CLOCK) begin
	if(~nRESET) begin
		hcc    <= 0;
		line   <= 0;
		row    <= 0;
		in_adj <= 0;
		field  <= 0;
		field_counter <= 0;
	end
	else if(CLKEN) begin
		hcc <= hcc_next;
		if(line_new) line <= line_next;
		if(hcc == 0) begin
			line_last_r <= line_last;
			row_last_r <= row_last;
			frame_adj_r <= line_last & row_last & ~in_adj;
		end
		if(hcc == 2) frame_adj_r <= frame_adj_r & |R5_v_total_adj;
		if(row_new) begin
			row <= row_next;
			if(frame_adj) in_adj <= 1;
			else if(frame_new) begin
				in_adj <= 0;
				row <= 0;
				field <= ~field & R8_interlace[0];
				field_counter <= field_counter + 1'd1;
			end
		end
	end
end
wire CRTC1_reload =  CRTC_TYPE & (frame_new | (~line_last & !row & !hcc_next));  
wire CRTC0_reload = ~CRTC_TYPE & frame_new;
wire row_addr_save = hcc == R1_h_displayed && (CRTC_TYPE ? line_last : line_last_r);
reg  [13:0] row_addr;    
reg  [13:0] row_addr_r;  
reg         rfd;         
always @(posedge CLOCK) begin
	if (!nRESET) begin
		rfd <= 0;
	end else if(CLKEN) begin
		if(row_addr_save) row_addr <= row_addr_r;  
		if(hcc_last & !row_addr_save) row_addr_r <= row_addr;  
		if(!hcc_last)                 row_addr_r <= row_addr_r + 1'd1;
		if(CRTC0_reload) begin
			row_addr <= {R12_start_addr_h, R13_start_addr_l};
			row_addr_r <= {R12_start_addr_h, R13_start_addr_l};
		end
		if(CRTC1_reload) begin
			row_addr_r <= {R12_start_addr_h, R13_start_addr_l};
		end
		if (hcc == 0 & R5_v_total_adj != 0) rfd <= 1;
		if (hcc == R1_h_displayed | frame_new) rfd <= 0;
	end
	if (CRTC_TYPE & ENABLE & RS & ~nCS & ~R_nW & rfd) begin
		case (addr)
			5'd12: row_addr[13:8] <= DI[5:0];
			5'd13: row_addr[ 7:0] <= DI[7:0];
		endcase
	end
end
reg        hde;
reg  [3:0] hsc;
wire hsync_on = hcc == R2_h_sync_pos && R3_h_sync_width != 0;
wire hsync_off = (hsc == R3_h_sync_width) || (CRTC_TYPE && R3_h_sync_width == 0);
always @(posedge CLOCK) begin
	if(~nRESET) begin
		hsc    <= 0;
		hde    <= 0;
		HSYNC  <= 0;
	end
	else begin
		if (hsync_off)     HSYNC <= 0;
		else if (hsync_on) HSYNC <= 1;
		if (ENABLE & RS & ~nCS & ~R_nW & addr == 5'd01 & hcc == DI) hde <= 0;
		if (CLKEN) begin
			if(line_new)                   hde <= 1;
			if(hcc_next == R1_h_displayed) hde <= 0;
			if(HSYNC) hsc <= hsc + 1'd1;
			else hsc <= 0;
		end else if (nCLKEN) begin
			if(!CRTC_TYPE && hcc_last && hcc + 1'd1 == R1_h_displayed) hde <= 0;
		end
	end
end
reg vde, vde_r;
reg VSYNC_r;
always @(posedge CLOCK) VSYNC <= VSYNC_r;  
always @(posedge CLOCK) begin
	reg  [3:0] vsc;
	reg        vsync_allow;
	if(~nRESET) begin
		vsc    <= 0;
		vde    <= 0;
		vde_r  <= 0;
		VSYNC_r<= 0;
		vsync_allow <= 1;
	end
	else if (CLKEN) begin
		if (!CRTC_TYPE && row == 0 && line == 0 && R6_v_displayed == 0) begin
			vde <= ~vde;
			vde_r <= ~vde_r;
		end
		if(row_new) begin
			if((frame_new & row !=0) | row_next != row) vsync_allow <= 1;
			if(frame_new)                  begin vde <= 1; vde_r <= 1; end
			if(row_next == R6_v_displayed) begin vde <= 0; vde_r <= 0; end
		end
		if(field ? (hcc_next == {1'b0, R0_h_total[7:1]}) : line_new) begin
			if(vsc) vsc <= vsc - 1'd1;
			else if (vsync_allow & (field ? (row == R7_v_sync_pos && !line) : (row_next == R7_v_sync_pos && line_last))) begin
				VSYNC_r <= 1;
				vsync_allow <= 0;
				vsc <= (CRTC_TYPE ? 4'd0 : R3_v_sync_width) - 1'd1;
			end
			else VSYNC_r <= 0;
		end
	end
	else if (nCLKEN) begin
		if (!CRTC_TYPE && row == 0 && line == 0 && R6_v_displayed == 0) begin
			vde <= ~vde;
			vde_r <= ~vde_r;
		end
	end
	if (ENABLE & RS & ~nCS & ~R_nW & addr == 5'd07) begin
		vsync_allow <= 1;
		if (row == DI[6:0] && !VSYNC_r) begin
			VSYNC_r <= 1;
			vsc <= (CRTC_TYPE ? 4'd0 : R3_v_sync_width) - 1'd1;
		end
	end
	if (ENABLE & RS & ~nCS & ~R_nW & addr == 5'd06) begin
		if (CRTC_TYPE) begin
			if (row == DI[6:0]) vde_r <= 0;
			if (row != DI[6:0] && DI[6:0] != 0) vde <= vde_r;
			if (row == R6_v_displayed && DI[6:0] != row) vde <= 1;
			if (row == DI[6:0] || DI[6:0] == 0) vde <= 0;
		end else if (nCLKEN) begin
			if (row == DI[6:0] && !(row == 0 && line == 0)) vde_r <= 0;
		end
	end
end
wire [3:0] de = {1'b0, dde[1:0], hde & vde & vde_r};
reg  [1:0] dde;
always @(posedge CLOCK) if (CLKEN) dde <= {dde[0],de[0]};
assign DE_V = vde & vde_r;
reg        cursor_line;
wire       cursor_i = hde & vde & MA == {R14_cursor_h, R15_cursor_l} & cursor_line;
reg        cursor0;
always @(*) begin
	case (R10_cursor_mode)
		2'b00 : cursor0 = cursor_i;
		2'b01 : cursor0 = 0;
		2'b10 : cursor0 = cursor_i & field_counter[3];
		2'b11 : cursor0 = cursor_i & field_counter[4];
	endcase
end
always @(posedge CLOCK) begin
	if(~nRESET) begin
		cursor_line <= 0;
	end
	else if (CLKEN) begin
		if (line == (R10_cursor_start & ~interlace))
			cursor_line <= 1;
		else if (line == (R11_cursor_end & ~interlace) || line == 0)
			cursor_line <= 0;
		end
	end
assign CURSOR = cursor0;
endmodule
==> design/flow/run.sh <==
#!/bin/bash
# OpenROAD 26Q1-2900-gdf79404cd8, Yosys 0.63+post, stock flow scripts
make -C /OpenROAD-flow-scripts/flow DESIGN_CONFIG=/design/flow/config.mk WORK_HOME=/design/flow/orfs finish
==> design/flow/config.mk <==
export PLATFORM = sky130hd
export DESIGN_NAME = UM6845R
export DESIGN_NICKNAME = UM6845R
export VERILOG_FILES = /design/flow/design.v
export SDC_FILE = /design/flow/constraint.sdc
export NUM_CORES = 4
export LEC_CHECK = 1
export CORE_UTILIZATION = 40
==> design/flow/constraint.sdc <==
current_design UM6845R

set clk_period 7.3
set clk_io_pct 0.2

create_clock -name clk0 -period $clk_period [get_ports {CLOCK}]

set non_clock_inputs [all_inputs -no_clocks]
set_input_delay [expr $clk_period * $clk_io_pct] -clock clk0 $non_clock_inputs
set_output_delay [expr $clk_period * $clk_io_pct] -clock clk0 [all_outputs]
==> datasheet_impl.txt <==
Physical implementation characteristics

Parameter                              Value

Outcome
  Outcome .................. finished clean

Synth
  Top cells by area, synth .................. sky130_fd_sc_hd__edfxtp_1, sky130_fd_sc_hd__dfxtp_1, sky130_fd_sc_hd__xor2_1
  #FFs+latches synth .................. 189
  Yosys warns .................. 1
  Multiplexer share of the synthesized area .................. 0.756%
  Simple share .................. 20.1%
  Cell taking the most area after synthesis .................. sky130_fd_sc_hd__edfxtp_1
  Chip area estimate from yosys synthesis .................. 10800 um2
  Post-synthesis compound-gate area fraction .................. 15.6%
  Post-synth top area share .................. 36.5%
  Post-Synth Adder-Cell Area .................. 1.51%
  Post-Syn Instances .................. 1102
  XOR/XNOR Fraction of Synth Area .................. 11.1%
  Synthesized area divided by synthesized cell count .................. 9.77 um2
  Part of the Yosys area used for sequential elements .................. 47.3%
  Post-synthesis cell type count .................. 91
  Share of async-settable or async-resettable flops after synthesis .................. 0%
  List of most frequent post-synthesis cells .................. sky130_fd_sc_hd__edfxtp_1, sky130_fd_sc_hd__nand2_1, sky130_fd_sc_hd__nor2_1, sky130_fd_sc_hd__xor2_1, sky130_fd_sc_hd__xnor2_1
  Number of flops mapped to enable cells by yosys .................. 131
  Total cells reported by yosys after synthesis .................. 1102
  Top logic family .................. simple AND/OR/NAND/NOR gates
  Most used flip-flop cell after synthesis .................. sky130_fd_sc_hd__edfxtp_1
  Cell with the most instances after synthesis .................. sky130_fd_sc_hd__edfxtp_1
  Netlist area before placement .................. 10800 um2

Drt
  Antenna-violating nets left .................. 0
  Number of antenna diodes .................. 0
  DRT iter0 DRCs .................. 727
  Via count .................. 8745
  Routed Wire Length .................. 32300 um
  Total iterations of the first detailed-routing run .................. 26
  Detailed-route vias per instance .................. 5.91
  Residual DRC count .................. 0
  WL/cell .................. 21.8 um

Floorplan
  Die Height .................. 166 um
  Site Rows .................. 59
  Overall die area .................. 27600 um2
  Overall die width .................. 166 um
  Init Core Util .................. 41.1%
  I/O pin count .................. 50
  Floorplan Core Area .................. 26200 um2

STA
  Normalized max-slew margin .................. 38.3%
  Final setup vio count .................. 0
  Upper clock frequency limit .................. 175 MHz
  Post-layout period usage .................. 78.5%
  Final tally of hold violations .................. 0
  Unrepaired setup endpoints after global routing .................. false
  Min Clock Period, post-route .................. 5730 ps
  Max-slew violation total from the final report .................. 0
  Fin Clk Skew .................. 18.1 ps
  Worst setup margin .................. 1570 ps
  Worst slew pin tran .................. 918 ps
  Sum Neg Setup Slack .................. 0 ps

Finish
  Layout cells sized above 1 .................. 7.52%
  Total of fill cells in the finished design .................. 2389
  Area Overhead vs Synth .................. 13.3%

Global routing
  Combined global-route utilization of all metal layers .................. 24.6%
  Maximum number of pins on one net before global-route repair .................. 39
  GR Overflow Total .................. 0
  Antenna violations before repair .................. 0
  First-pass GRT wire length .................. 49300 um
  Vias in the first global route .................. 8207

Worst setup path
  Sort of element at the start of the critical path .................. input pin
  Required time at the worst-slack endpoint .................. 5840 ps
  Critical path start-end classification .................. in2out
  Worst EP arrival .................. 4270 ps
  Critical path capture point type .................. output port
  Peak fanout along the critical path .................. 11

Worst hold path
  Min-delay worst type .................. reg2reg

Flow run
  Tool warning count .................. 28
  Max-cap violations .................. 0

Clocking
  Quantity of gates resized following cts .................. 0
  Hold-fix buffers, CTS .................. 0
  Clock transition at path regs .................. 70 ps
  Cell chosen for the clock root .................. sky130_fd_sc_hd__clkbuf_16
  Post CTS Setup Buffer Count .................. 0
  H-tree level count .................. 4
  Latency at later pin .................. 450 ps
  Number of buffers inserted during clock tree synthesis .................. 17
  Clock sink count .................. 189
  Deepest clock path buffer count .................. 2
  CTS tree .................. done

Power and ir drop
  Maximum ir drop on the vdd rail .................. 114 uV
  Power density normalized to cell area .................. 187 nW/um2
  Static power due to leakage .................. 4.10 nW

Placement
  Global placement routability congestion .................. 0.899
  Half-perimeter wire length after detailed placement .................. 22000 um
  Count of buffers from port buffering .................. 49
  Pre-CTS setup slack .................. 1520 ps
==> final timing paths <==
path | to | slack, ps | cells past startpoint | start
setup / recovery | DO[4] | 1570 | 8 | CRTC_TYPE
hold / removal | VSYNC$_DFF_P_ | 390 | 0 | VSYNC_r$_DFF_P_
setup reg to reg | row_addr_r[8]$_DFFE_PP_ | 2950 | 10 | R5_v_total_adj[0]$_DFFE_PP_
hold reg to reg | VSYNC$_DFF_P_ | 390 | 0 | VSYNC_r$_DFF_P_
==> flip-flops by register name, summed over array words and instances, names as in the netlist, 6 cells and up, named ones only <==
| signal | flops |
|---|---|
| R13_start_addr_l | 8 |
| R12_start_addr_h | 6 |
| R4_v_total | 7 |
| R6_v_displayed | 7 |
| row_addr | 14 |
| hcc | 8 |
| R15_cursor_l | 8 |
| row | 7 |
| R1_h_displayed | 8 |
| R2_h_sync_pos | 8 |
| R0_h_total | 8 |
| R14_cursor_h | 6 |
| row_addr_r | 14 |
| R7_v_sync_pos | 7 |
==> logic make-up (layout without fill, tap and decap cells) <==
group	Yosys count	in the layout
AND-OR/OR-AND	242	242
buffers and inverters	89	131
flip-flops	189	189
XOR/XNOR	136	136
multiplexers	8	8
adder cells (fa/ha/maj)	13	13
AND/OR/NAND/NOR	425	425
==> critical path: stages <==
cell and delay [ps]:
sky130_fd_sc_hd__clkdlybuf4s50_1 820, sky130_fd_sc_hd__or4_1 710, sky130_fd_sc_hd__nor2_1 370, sky130_fd_sc_hd__a221oi_1 160
sky130_fd_sc_hd__nand3_1 140, sky130_fd_sc_hd__nand2_1 70, sky130_fd_sc_hd__nand2_1 80, sky130_fd_sc_hd__clkdlybuf4s50_1 460
==> stage by stage <==
step                      total power, W  hold slack (ps)  instances  area (um2)  util [%]
final                            0.00228              388       1479       12200      46.5
after global routing             0.00235              392       1479       12200      46.5
after CTS                        0.00229              385       1479       12200      46.5
after detailed placement         0.00133              375       1447       11600      44.3
after global placement           0.00133              373       1447       11600      44.3
after floorplan                  0.00126              352       1102       10800         -
==> routing by layer <==
layer / up-vias / track usage, % / share of wire [%] / wire length (um)
met4: 0 / 4.92 / 2.3 / 736
met2: 392 / 36.4 / 45 / 14500
met5: - / 0 / 0 / 0
li1: 4152 / - / - / -
met1: 4155 / 37.0 / 43 / 13900
met3: 46 / 8.28 / 9.8 / 3150
==> cell type report <==
type	instances	area (um2)	area share, %
Timing Repair Buffer	77	701	5.74
Clock inverter	15	175	1.44
Clock buffer	17	425	3.49
Sequential cell	189	5090	41.8
Multi-Input combinational cell	824	5300	43.5
Inverter	22	82.6	0.677
Tap cell	335	419	3.44
==> report_power, final <==
| part | total [W] | switching (W) | internal [W] | leakage [nW] |
|---|---|---|---|---|
| clock | 0.000970 | 0.000450 | 0.000520 | 0.295 |
| combinational | 0.000135 | 0.0000815 | 0.0000534 | 2.15 |
| sequential | 0.00117 | 0.0000196 | 0.00116 | 1.66 |
==> cells in the final DEF (no fill, tap or decap), types with 6 or more instances in the layout <==
cell and instances:
sky130_fd_sc_hd__a21oi_1 53, sky130_fd_sc_hd__a221oi_1 8, sky130_fd_sc_hd__a31oi_1 11, sky130_fd_sc_hd__and2_1 7, sky130_fd_sc_hd__and3_1 13, sky130_fd_sc_hd__buf_4 28
sky130_fd_sc_hd__clkbuf_16 17, sky130_fd_sc_hd__clkdlybuf4s50_1 49, sky130_fd_sc_hd__dfxtp_1 58, sky130_fd_sc_hd__edfxtp_1 131, sky130_fd_sc_hd__ha_1 13, sky130_fd_sc_hd__inv_1 22
sky130_fd_sc_hd__mux2i_1 7, sky130_fd_sc_hd__nand2_1 122, sky130_fd_sc_hd__nand2b_1 9, sky130_fd_sc_hd__nand3_1 40, sky130_fd_sc_hd__nand4_1 15, sky130_fd_sc_hd__nor2_1 89
sky130_fd_sc_hd__nor2b_1 10, sky130_fd_sc_hd__nor3_1 35, sky130_fd_sc_hd__nor3b_1 9, sky130_fd_sc_hd__nor4_1 27, sky130_fd_sc_hd__nor4b_1 6, sky130_fd_sc_hd__o21ai_0 49
sky130_fd_sc_hd__o21ai_1 10, sky130_fd_sc_hd__o221ai_1 16, sky130_fd_sc_hd__o31ai_1 8, sky130_fd_sc_hd__or3_1 9, sky130_fd_sc_hd__xnor2_1 67, sky130_fd_sc_hd__xor2_1 69
No activity file was given, so power comes from the tool's default toggle rates.
