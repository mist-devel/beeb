**/design/flow/run.sh**
```bash
#!/bin/bash
# OpenROAD 26Q1-2900-gdf79404cd8, Yosys 0.63+post, stock flow scripts
make -C /OpenROAD-flow-scripts/flow DESIGN_CONFIG=/design/flow/config.mk WORK_HOME=/design/flow/orfs finish
```
**/design/flow/config.mk**
```make
export PLATFORM = sky130hd
export DESIGN_NAME = scandoubler
export DESIGN_NICKNAME = scandoubler
export VERILOG_FILES = /design/flow/design.v
export SDC_FILE = /design/flow/constraint.sdc
export NUM_CORES = 4
export LEC_CHECK = 1
export CORE_UTILIZATION = 30
export SYNTH_MEMORY_MAX_BITS = 65536
```
**/design/flow/design.v**
```verilog
module scandoubler (
  input 	   clk,      
  input        clk_16,   
  input		   clk_16_en,
  input        scanlines,
  input 	   hs_in,
  input 	   vs_in,
  input  	r_in,
  input  	g_in,
  input  	b_in,
  output reg      hs_out,
  output reg 	   vs_out,
  output reg [1:0] r_out,
  output reg [1:0] g_out,
  output reg [1:0] b_out,
  output 	   is15k
);
reg [2:0]  sd_out;
reg scanline;
always @(posedge clk) begin
   hs_out <= hs_sd;
   vs_out <= vs_in;
   if(vs_out != vs_in)
     scanline <= 1'b0;
    if(hs_out && !hs_sd)
         scanline <= !scanline;
	 if(!scanlines || !scanline) begin
		r_out <= { sd_out[2], sd_out[2] };
		g_out <= { sd_out[1], sd_out[1] };
		b_out <= { sd_out[0], sd_out[0] };
	end else begin
		r_out <= { 1'b0, sd_out[2] };
		g_out <= { 1'b0, sd_out[1] };
		b_out <= { 1'b0, sd_out[0] };
	end
end
reg [2:0] sd_buffer [2047:0];
reg vsD;
reg line_toggle;
always @(negedge clk_16) begin
	if (clk_16_en) begin 
   vsD <= vs_in;
   if(vsD != vs_in) 
     line_toggle <= 1'b0;
   if(hsD && !hs_in) 
     line_toggle <= !line_toggle;
	end
end
always @(negedge clk_16) begin 
	if (clk_16_en) begin 
		sd_buffer[{line_toggle, hcnt}] <= { r_in, g_in, b_in };
	end
 end
assign is15k = hs_max > (16000000/20000);
reg [9:0] hs_max;
reg [9:0] hs_rise;
reg [9:0] hcnt;
reg hsD;
always @(negedge clk_16) begin
   if (clk_16_en) begin 
	   hsD <= hs_in;
	   if(hsD && !hs_in) begin
		  hs_max <= hcnt;
		  hcnt <= 10'd0;
	   end else
		 hcnt <= hcnt + 10'd1;
	   if(!hsD && hs_in)
		 hs_rise <= hcnt;
	end
end
reg [9:0] sd_hcnt;
reg hs_sd;
always @(posedge clk) begin
   sd_hcnt <= sd_hcnt + 10'd1;
   if(hsD && !hs_in)     sd_hcnt <= hs_max;
   if(sd_hcnt == hs_max) sd_hcnt <= 10'd0;
   if(sd_hcnt == hs_max)  hs_sd <= 1'b0;
   if(sd_hcnt == hs_rise) hs_sd <= 1'b1;
   sd_out <= sd_buffer[{~line_toggle, sd_hcnt}];
end
endmodule
```
**/design/flow/constraint.sdc**
```tcl
current_design scandoubler

set clk_period 1148.4
set clk_io_pct 0.2

create_clock -name clk0 -period $clk_period [get_ports {clk}]
create_clock -name clk1 -period $clk_period [get_ports {clk_16}]

set non_clock_inputs [all_inputs -no_clocks]
set_input_delay [expr $clk_period * $clk_io_pct] -clock clk0 $non_clock_inputs
set_output_delay [expr $clk_period * $clk_io_pct] -clock clk0 [all_outputs]
```
==> results_dict.tcl <==
# collected from the flow reports
set metrics [dict create \
    worstPathMaxFanout 130 \
    finalWorstSetupSlack_ps 340310 \
    ys.flop_type "edfxtp_1" \
    die_w_um 911 \
    dr.pass1.iters 8 \
    place.gp.congestion 0.920 \
    drv_slew 0 \
    topCellsByArea "edfxtp_1 75%, mux4_2 13%, nor2_1 3.2%" \
    netlist-cell-type-count 90 \
    grt_max_degree 157 \
    post-route-drc-count 0 \
    yosys_area_sq_um 248000 \
    clock_power_share_pct 42.8 \
    setup_viol 0 \
    io_buffers 16 \
    tightestPinTransition_ps 1480 \
    cts-resized-gates 0 \
    synth_area_leader_cell "edfxtp_1" \
    tns_ps 0 \
    p_leak_nw 119 \
    swShare_pct 35.5 \
    ioPinCount 18 \
    fa_ha_area_share_pct 0.0252 \
    outcome "finished clean" \
    core_area_sq_um 823000 \
    grt_overflow 0 \
    postCtsSetupBuffers 0 \
    grt_pass1_wl_mm 1120 \
    synth_top_area_share_pct 74.8 \
    pwr-share-seq_pct 35.7 \
    num_vias 149599 \
    crit_type "primary input to flop" \
    hold_viol 0 \
    area_delta_synth_final_pct 24.1 \
    ys_ff 6200 \
    r2r_end "sd_out[1]" \
    pre_cts_slack_ps 339300 \
    cap_violations 0 \
    wl_mm 793 \
    reg2reg_slack_ps 569430 \
    r2r_start "sd_buffer[1175][1]" \
    ys_cells 12871 \
    fp-row-count 333 \
    combPwrFrac_pct 21.4 \
    xor_share_pct 0.134 \
    relSlewSlack_pct 0.0701 \
    cp-end-kind "flop" \
    drive_above_1_share_pct 16.2 \
    syn-mean-instance-area_sq_um 19.3 \
    path_clk_slew_ps 60 \
    synthCells 12871 \
    cp-endpoint "sd_buffer[604][0]" \
    post_drt_wl_per_cell_um 25.7 \
    grt_setup_unrepaired "no" \
    post_drt_via_cell_ratio 4.85 \
    dp_hpwl_mm 469 \
    fp_util_pct 30.1 \
    irDropWorstVdd_mv 0.00194 \
    start_kind "primary input" \
    cts_sinks 6200 \
    ys_top_logic_family "multiplexers" \
    first_iter_violations 10419 \
    critPathRequiredTime_ps 574990 \
    antenna_found_initial 65 \
    fp.dieArea_sq_um 830000 \
    ys_sh_simple_pct 4.28 \
    crit_start "b_in" \
    synth-compound-area-share_pct 2.83 \
    fin_skew_ps 59.3 \
    fp.dieH_um 911 \
    cellPowerDensity_nw_per_um2 2.31 \
    final_util_pct 37.4 \
    ant_nets 0 \
    arrival_ps 234670 \
    power.switching_uw 252 \
    yosys_warnings 1 \
    synth-edff-count 6178 \
    warnings 1104 \
    mux_area_share_pct 15.3 \
    synth-seq-area-share_pct 75.0 \
    fillCellCount 73616 \
    rr_worst_depth 8 \
    intPower_uw 458 \
    grt_pass1_vias 172444 \
    synthArstFlopShare_pct 0 \
    grt_use_total_pct 20.3 \
    netlist_area_sq_um 248000 \
    hold_buffers 0 \
    cts_tree "yes" \
    hold_path.class "flop to flop" \
]
## worst max-delay path: stages
cell and delay [ps]:
buf_16 290, buf_4 550, buf_4 650, buf_4 640, buf_4 650, buf_4 660, buf_4 630, buf_4 560
## power groups by stage
| stage | combinational (mW) | sequential [mW] | clock, mW |
|---|---|---|---|
| after CTS | 0.148 | 0.253 | 0.312 |
| after global routing | 0.156 | 0.253 | 0.338 |
| final | 0.152 | 0.253 | 0.304 |
## per-stage QoR
stage / total power, mW / hold WS (ps) / std cells / area (sq um)
floorplan: 0.365 / 323 / 12871 / 248000
global placement: 0.436 / 334 / 23376 / 261000
detailed placement: 0.436 / 347 / 23376 / 261000
CTS: 0.714 / 359 / 30781 / 307000
global route: 0.747 / 364 / 30806 / 307000
finish: 0.710 / 355 / 30852 / 307000
## sequential cells by signal (all words and copies together) (netlist names), 2 cells and up
signal	cells
r_out	2
b_out	2
sd_buffer	6144
hcnt	10
hs_max	10
sd_hcnt	10
hs_rise	10
g_out	2
sd_out	3
## worst min-delay path by stage
stage | start | endpoint | cells past startpoint | slack (ps)
after CTS | sd_out[1] | g_out[0] | 0 | 360
after global routing | sd_out[2] | r_out[0] | 0 | 360
final | sd_out[2] | r_out[0] | 0 | 350
## cells by family (layout without fill, tap and decap cells)
logic type | after synthesis | count (layout)
DFF | 6200 | 6200
xor gates and xnor gates | 38 | 38
AOI/OAI and AO/OA | 988 | 988
and+or+nand+nor | 2669 | 2669
buffers and inverters | 1018 | 8041
other | 0 | 71
muxes | 1953 | 1953
adders and majority gates | 5 | 5
## area by class of cell
cell class	instances	area (sq um)	area share, %
multi-input combinational	5653	56300	18.3
clock buffer	674	16900	5.49
antenna	71	178	0.0578
clock inverter	6732	29300	9.52
timing repair buffer	621	5140	1.67
sequential	6200	186000	60.5
inverter	14	77.6	0.0252
tap	10887	13600	4.43
## cell usage in the layout, fill, tap and decap left out, types with 70 or more instances in the layout
master and n:
a21oi_1 190, a221oi_1 107, a22oi_1 159, buf_4 574, bufinv_16 94, clkbuf_16 674
clkinvlp_2 182, diode_2 71, edfxtp_1 6178, inv_1 6344, mux2i_1 481, mux4_2 1410
nand2_1 264, nand3_1 71, nor2_1 2094, o21ai_0 127, o221ai_1 70
## per-layer routing
| metal | global-route usage, % | vias up | share of wire [%] |
|---|---|---|---|
| met1 | 18.1 | 72087 | 29 |
| met2 | 27.4 | 10514 | 45 |
| li1 | - | 65058 | - |
| met5 | 4.24 | - | 0.57 |
| met3 | 21.5 | 1785 | 21 |
| met4 | 10.6 | 155 | 4.7 |
## cell usage after synthesis, types with 9 or more instances
cell and count:
o221ai_1 70, edfxtp_1 6178, a2111oi_0 10, o2111ai_1 9
o22ai_1 50, buf_6 93, clkbuf_8 14, nor3b_1 11
buf_12 25, nand3_1 77, buf_1 39, clkbuf_1 541
and2_1 26, nor2_1 2111, a22o_1 32, mux4_2 1410
nand2b_1 10, dfxtp_1 22, o21ai_0 131, mux2_2 26
a221o_1 11, nand2_1 288, nor2b_1 17, mux2i_1 481
a211oi_1 46, buf_4 72, a21oi_1 190, mux4_1 36
and3_1 20, nor3_1 41, xor2_1 16, a22oi_1 159
buf_8 43, a211o_1 10, o211ai_1 33, buf_2 165
a221oi_2 10, xnor2_1 22, nand4_1 27, inv_1 15
a221oi_1 108, a311oi_1 15, a31oi_1 32
No activity file was given, so power comes from the tool's default toggle rates.
